## flow/config.mk

```make
export PLATFORM = sky130hd
export DESIGN_NAME = gost89_ofb_encrypt
export DESIGN_NICKNAME = gost89_ofb_encrypt
export VERILOG_FILES = /design/flow/design.v
export SDC_FILE = /design/flow/constraint.sdc
export NUM_CORES = 4
export LEC_CHECK = 1
export CORE_UTILIZATION = 30
```

## flow/design.v

```verilog
module gost89_ofb_encrypt(
  input              clk,
  input              reset,
  input              load_data,
  input              load_IV,
  input      [255:0] key,
  input      [63:0]  in,
  input      [63:0]  IV,
  output     [63:0]  out,
  output reg         busy
);
  reg  [5:0]  round_num;
  reg  [31:0] n1, n2, round_key;
  reg  [63:0] fb;
  wire [31:0] out1, out2;
  wire  [511:0] sbox;
  assign sbox = 512'h4a92d80e6b1c7f53eb4c6dfa23810759581da342efc7609b7da1089fe46cb2536c715fd84a9e03b24ba0721d36859cfedb413f590ae7682c1fd057a4923e6b8c;
  gost89_round
    rnd(clk, sbox, round_key, n1, n2, out1, out2);
  always @(posedge clk) begin
    if (load_data) begin
      busy <= 1;
      round_num <= 0;
      if (load_IV) begin
        n1 <= IV[63:32];
        n2 <= IV[31:0];
      end
      else begin
        n1 <= fb[63:32];
        n2 <= fb[31:0];
      end
    end
    if (reset && !load_data) begin
      busy <= 0;
      round_num <= 32;
    end
    if (!reset && !load_data) begin
      if (round_num < 32)
        round_num <= round_num + 1;
      if (round_num > 0 && round_num < 32) begin
        n1 <= out1;
        n2 <= out2;
      end
      if (round_num == 32) begin
        fb[63:32] <= out2;
        fb[31:0]  <= out1;
        busy <= 0;
      end
    end
  end
  assign out = fb ^ in;
  always @(posedge clk)
    case (round_num)
      0:  round_key <= key[255:224];
      1:  round_key <= key[223:192];
      2:  round_key <= key[191:160];
      3:  round_key <= key[159:128];
      4:  round_key <= key[127:96];
      5:  round_key <= key[95:64];
      6:  round_key <= key[63:32];
      7:  round_key <= key[31:0];
      8:  round_key <= key[255:224];
      9:  round_key <= key[223:192];
      10: round_key <= key[191:160];
      11: round_key <= key[159:128];
      12: round_key <= key[127:96];
      13: round_key <= key[95:64];
      14: round_key <= key[63:32];
      15: round_key <= key[31:0];
      16: round_key <= key[255:224];
      17: round_key <= key[223:192];
      18: round_key <= key[191:160];
      19: round_key <= key[159:128];
      20: round_key <= key[127:96];
      21: round_key <= key[95:64];
      22: round_key <= key[63:32];
      23: round_key <= key[31:0];
      24: round_key <= key[31:0];
      25: round_key <= key[63:32];
      26: round_key <= key[95:64];
      27: round_key <= key[127:96];
      28: round_key <= key[159:128];
      29: round_key <= key[191:160];
      30: round_key <= key[223:192];
      31: round_key <= key[255:224];
    endcase
endmodule
module gost89_round(
  input          clk,
  input  [511:0] sbox,
  input  [31:0]  key,
  input  [31:0]  n1,
  input  [31:0]  n2,
  output [31:0]  out1,
  output [31:0]  out2
);
  wire [31:0] tmp1, tmp2;
  assign tmp1 = n1 + key;
  gost89_sbox
    sbox1(sbox[511:448], tmp1[3:0],   tmp2[3:0]),
    sbox2(sbox[447:384], tmp1[7:4],   tmp2[7:4]),
    sbox3(sbox[383:320], tmp1[11:8],  tmp2[11:8]),
    sbox4(sbox[319:256], tmp1[15:12], tmp2[15:12]),
    sbox5(sbox[255:192], tmp1[19:16], tmp2[19:16]),
    sbox6(sbox[191:128], tmp1[23:20], tmp2[23:20]),
    sbox7(sbox[127:64],  tmp1[27:24], tmp2[27:24]),
    sbox8(sbox[63 :0],   tmp1[31:28], tmp2[31:28]);
  assign out1[10:0]  = tmp2[31:21] ^ n2[10:0];
  assign out1[31:11] = tmp2[20:0]  ^ n2[31:11];
  assign out2 = n1;
endmodule
module gost89_sbox(
  input      [63:0] sbox,
  input      [3:0]  in,
  output reg [3:0]  out
);
  always @(in or sbox)
    case (in)
      4'h0: out <= sbox[63:60];
      4'h1: out <= sbox[59:56];
      4'h2: out <= sbox[55:52];
      4'h3: out <= sbox[51:48];
      4'h4: out <= sbox[47:44];
      4'h5: out <= sbox[43:40];
      4'h6: out <= sbox[39:36];
      4'h7: out <= sbox[35:32];
      4'h8: out <= sbox[31:28];
      4'h9: out <= sbox[27:24];
      4'ha: out <= sbox[23:20];
      4'hb: out <= sbox[19:16];
      4'hc: out <= sbox[15:12];
      4'hd: out <= sbox[11:8];
      4'he: out <= sbox[7:4];
      4'hf: out <= sbox[3:0];
    endcase
endmodule
```

## flow/constraint.sdc

```tcl
current_design gost89_ofb_encrypt

set clk_period 21.6
set clk_io_pct 0.2

create_clock -name clk0 -period $clk_period [get_ports {clk}]

set non_clock_inputs [all_inputs -no_clocks]
set_input_delay [expr $clk_period * $clk_io_pct] -clock clk0 $non_clock_inputs
set_output_delay [expr $clk_period * $clk_io_pct] -clock clk0 [all_outputs]
```

## flow/run.sh

```bash
#!/bin/bash
# OpenROAD 26Q1-2900-gdf79404cd8, Yosys 0.63+post, stock flow scripts
make -C /OpenROAD-flow-scripts/flow DESIGN_CONFIG=/design/flow/config.mk WORK_HOME=/design/flow/orfs finish
```

==> run_results.csv <==
group,metric,value,unit
flow_run,log.warning_count,28,
yosys,yosys_area,12000,µm²
yosys,edf_count,96,
critical_path,reg2reg_from,"n1[0]",
die,die_y,202,µm
clock_network,cts_buffers,17,
critical_path,path_delay_family,"buffers and inverters",
clock_network,cts_tree,"yes",
global_route,grt-ovfl-total,0,
yosys,synth_cell_types,83,
critical_path,worstPathMaxFanout,1,
clock_network,clkSinkCount,167,
routing,vias,11917,
placement,dp_hpwl,38100,µm
routing,first_pass_iters,10,
critical_path,path_depth,3,
timing,worst_slack,11760,ps
pwr,p_int,937,µW
placement,port_buffers,452,
critical_path,r2r_slack,17520,ps
critical_path,rr_worst_depth,13,
yosys,yosys_register_bits,167,
worst_hold_path,hold_depth,2,
cells_and_area,drive_gt1_share,5.14,%
cells_and_area,areaGrowthSynthToFinish,45.9,%
outcome,status,"completed",
global_route,antenna_found_initial,4,
die,coreArea,39100,µm²
global_route,grt_usage,23.3,%
routing,drtAntennaViolNets,0,
routing,drt-total-wl,46900,µm
yosys,ys_async_sr_fraction,0,%
die,rows,72,
placement,post-place-ws,11730,ps
critical_path,crit_arrival,5520,ps
global_route,grt_pass1_wl,69600,µm
routing,wl_per_cell,20.8,µm
critical_path,crit_path_start,"in[61]",
timing,setup_tns,0,ps
critical_path,cp-start-kind,"input pin",
timing,rsz0062_at_grt,"no",
timing,maxSlewHeadroom,48.2,%
pwr,power.share.clock,18.3,%
pwr,p_switching,648,µW
clock_network,cts_htree_levels,4,
routing,viasPerCell,5.29,
pwr,ir_worst_vdd,51.9,µV
clock_network,cts_setup_buffers,0,
routing,drc,0,
yosys,synth_area_leader_cell,"edfxtp_1",
critical_path,cp-endpoint,"out[61]",
yosys,yosysCellCount,1316,
worst_hold_path,hp-class,"reg2reg",
yosys,yosysWarnings,2,
clock_network,cts_buffer_depth,2,
yosys,synth_seq_share,35.8,%
critical_path,critical_path.most_common_cell,"clkdlybuf4s50_1",
global_route,grt_start_max_net_pins,74,
yosys,syn_inst,1316,
timing,finalHoldViolCount,0,
global_route,grt_pass1_vias,11570,
critical_path,r2r_end,"n1[3]",
timing,min_period,9840,ps
cells_and_area,mi_logic_area,7310,µm²
pwr,seq_power_share,28.8,%
yosys,yosysTopAreaCellShare,24.0,%
critical_path,crit_path_top_delay_cell,"clkdlybuf4s50_1",
timing,drv_slew,0,
die,fp.dieW,202,µm
critical_path,path_cells,"clkdlybuf4s50_1, xor2_1, clkdlybuf4s50_1",
routing,drtIter0Drc,646,
timing,min_period_over_period,45.5,%
yosys,syn_area,12000,µm²
pwr,p_leak,0.00650,µW
yosys,synthFlopType,"edfxtp_1",
critical_path,path_buffers,2,
critical_path,slowest_delay,510,ps
die,fp-utilization,30.8,%
timing,max_freq,0.102,GHz
pwr,power_frac_comb,52.9,%
placement,place.gp.congestion,0.938,
pwr,power,1590,µW
timing,skew,16.6,ps
critical_path,path_class,"in2out",
clock_network,ctsResizeCount,0,
clock_network,path_clk_slew,70,ps
timing,setup_violations,0,
critical_path,setup.worst_path.end_class,"output port",
critical_path,cp_data_required_time,17280,ps
pwr,pwr_density_cell,90.3,nW/µm²
flow_run,drv_cap,0,
yosys,area_leaders,"edfxtp_1, dfxtp_1, xor2_1",
cells_and_area,regArea,4300,µm²
yosys,syn_avg_cell_area,9.14,µm²
cells_and_area,fill_cells,3757,
timing,worst_slew_pin_slew,772,ps
cells_and_area,postLayoutCoreUtil,44.9,%
clock_network,clk_latency,440,ps
die,ios,453,
pwr,swShare,40.9,%
clock_network,root_buffer,"clkbuf_16",
clock_network,hold_buffers,0,
die,die-area,40900,µm²
## cell usage after synthesis, types with 5 or more instances
| cell | n |
|---|---|
| nand2_1 | 128 |
| o21ai_0 | 102 |
| edfxtp_1 | 96 |
| nor2_1 | 94 |
| xor2_1 | 89 |
| mux2i_1 | 73 |
| dfxtp_1 | 71 |
| clkbuf_1 | 60 |
| a21oi_1 | 53 |
| xnor2_1 | 45 |
| a31oi_1 | 41 |
| a21o_1 | 39 |
| ha_1 | 35 |
| a211oi_1 | 34 |
| a221oi_1 | 33 |
| a22o_1 | 33 |
| a222oi_1 | 32 |
| inv_1 | 23 |
| nand3_1 | 19 |
| buf_2 | 16 |
| nor3_1 | 15 |
| nand4_1 | 11 |
| a22oi_1 | 10 |
| and3_1 | 10 |
| o22ai_1 | 8 |
| and2_1 | 7 |
| buf_1 | 7 |
| nand2b_1 | 7 |
| o21ai_1 | 7 |
| or3_1 | 7 |
| o211ai_1 | 6 |
| o21a_1 | 6 |
| a211o_1 | 5 |
| nor2b_1 | 5 |
## layout by cell type (no fill, tap or decap), drive strengths merged, types with 30 or more instances in the layout
cell	netlist	final
a211oi	35	35
a21o	39	39
a21oi	55	55
a221oi	33	33
a222oi	32	32
a22o	33	33
a31oi	42	42
clkdlybuf4s50	0	450
dfxtp	71	71
edfxtp	96	96
ha	35	35
inv	23	30
mux2i	73	73
nand2	128	128
nor2	94	94
o21ai	110	110
xnor2	47	47
xor2	89	89
## metal layers
| layer | vias up | global-route usage [%] | share of wire [%] |
|---|---|---|---|
| met5 | - | 0 | 0 |
| met3 | 45 | 3.84 | 5.6 |
| met1 | 5568 | 31.5 | 42 |
| met2 | 439 | 38.5 | 49 |
| li1 | 5865 | - | - |
| met4 | 0 | 7.44 | 3.1 |
## registers in the layout (all words and copies together) (netlist names)
name / count
fb: 64
n1: 32
round_num: 6
busy: 1
n2: 32
round_key: 32
## worst reg2reg max path, cell delays in order (launching register included)
cell and delay (ps):
dfxtp_1 490, ha_1 250, inv_1 60, fa_1 410
nor2b_1 170, o2111ai_1 270, a211o_1 430, nand4_1 250
a31oi_1 160, xor2_1 430, and2_1 250, mux2i_1 480
xor2_1 160, a21o_1 180
## cells by family (layout without fill, tap and decap cells)
logic type,count (synthesis),count (layout),share of synthesized area [%]
compound gates,464,464,27.8
simple gates,331,331,12.7
flops,167,167,35.8
xor+xnor,136,136,10.0
buf+inv,108,522,3.66
mux,74,74,6.17
fa+ha+maj,36,36,3.81
other cells,0,3,0
## worst min-delay path by stage
| stage | startpoint | end |
|---|---|---|
| after CTS | n1[15] | n2[15] |
| after global routing | n1[15] | n2[15] |
| final | n1[15] | n2[15] |
## per-stage QoR
step	hold slack (ps)	instances	cell area (µm²)
after floorplan	445	1316	12000
after global placement	485	2216	17000
after detailed placement	495	2216	17000
after CTS	499	2248	17500
after global routing	523	2251	17500
final	494	2251	17500
## cell type report
cell class,count,area share (%)
sequential,167,24.5
clock inverter,14,0.656
clock buffer,18,2.50
antenna,3,0.0428
inverter,23,0.492
multi-input combinational,1041,41.7
tap,518,3.69
timing repair buffer,467,26.4
## power by group through the flow
stage	Clock, µW	Combinational (µW)	Sequential (µW)
CTS	297	838	459
finish	290	838	457
global route	309	927	462
Power figures rest on the tool's default switching activity, not on a simulated workload.
