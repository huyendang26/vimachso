===== /design/flow/design.v =====
module gost89_ofb_decrypt(
  input              clk,
  input              reset,
  input              load_data,
  input              load_IV,
  input      [255:0] key,
  input      [63:0]  in,
  input      [63:0]  IV,
  output     [63:0]  out,
  output reg         busy
);
  reg  [5:0]  round_num;
  reg  [31:0] n1, n2, round_key;
  reg  [63:0] fb;
  wire [31:0] out1, out2;
  wire  [511:0] sbox;
  assign sbox = 512'h4a92d80e6b1c7f53eb4c6dfa23810759581da342efc7609b7da1089fe46cb2536c715fd84a9e03b24ba0721d36859cfedb413f590ae7682c1fd057a4923e6b8c;
  gost89_round
    rnd(clk, sbox, round_key, n1, n2, out1, out2);
  always @(posedge clk) begin
    if (load_data) begin
      busy <= 1;
      round_num <= 0;
      if (load_IV) begin
        n1 <= IV[63:32];
        n2 <= IV[31:0];
      end
      else begin
        n1 <= fb[63:32];
        n2 <= fb[31:0];
      end
    end
    if (reset && !load_data) begin
      busy <= 0;
      round_num <= 32;
    end
    if (!reset && !load_data) begin
      if (round_num < 32)
        round_num <= round_num + 1;
      if (round_num > 0 && round_num < 32) begin
        n1 <= out1;
        n2 <= out2;
      end
      if (round_num == 32) begin
        fb[63:32] <= out2;
        fb[31:0]  <= out1;
        busy <= 0;
      end
    end
  end
  assign out = fb ^ in;
  always @(posedge clk)
    case (round_num)
      0:  round_key <= key[255:224];
      1:  round_key <= key[223:192];
      2:  round_key <= key[191:160];
      3:  round_key <= key[159:128];
      4:  round_key <= key[127:96];
      5:  round_key <= key[95:64];
      6:  round_key <= key[63:32];
      7:  round_key <= key[31:0];
      8:  round_key <= key[255:224];
      9:  round_key <= key[223:192];
      10: round_key <= key[191:160];
      11: round_key <= key[159:128];
      12: round_key <= key[127:96];
      13: round_key <= key[95:64];
      14: round_key <= key[63:32];
      15: round_key <= key[31:0];
      16: round_key <= key[255:224];
      17: round_key <= key[223:192];
      18: round_key <= key[191:160];
      19: round_key <= key[159:128];
      20: round_key <= key[127:96];
      21: round_key <= key[95:64];
      22: round_key <= key[63:32];
      23: round_key <= key[31:0];
      24: round_key <= key[31:0];
      25: round_key <= key[63:32];
      26: round_key <= key[95:64];
      27: round_key <= key[127:96];
      28: round_key <= key[159:128];
      29: round_key <= key[191:160];
      30: round_key <= key[223:192];
      31: round_key <= key[255:224];
    endcase
endmodule
module gost89_round(
  input          clk,
  input  [511:0] sbox,
  input  [31:0]  key,
  input  [31:0]  n1,
  input  [31:0]  n2,
  output [31:0]  out1,
  output [31:0]  out2
);
  wire [31:0] tmp1, tmp2;
  assign tmp1 = n1 + key;
  gost89_sbox
    sbox1(sbox[511:448], tmp1[3:0],   tmp2[3:0]),
    sbox2(sbox[447:384], tmp1[7:4],   tmp2[7:4]),
    sbox3(sbox[383:320], tmp1[11:8],  tmp2[11:8]),
    sbox4(sbox[319:256], tmp1[15:12], tmp2[15:12]),
    sbox5(sbox[255:192], tmp1[19:16], tmp2[19:16]),
    sbox6(sbox[191:128], tmp1[23:20], tmp2[23:20]),
    sbox7(sbox[127:64],  tmp1[27:24], tmp2[27:24]),
    sbox8(sbox[63 :0],   tmp1[31:28], tmp2[31:28]);
  assign out1[10:0]  = tmp2[31:21] ^ n2[10:0];
  assign out1[31:11] = tmp2[20:0]  ^ n2[31:11];
  assign out2 = n1;
endmodule
module gost89_sbox(
  input      [63:0] sbox,
  input      [3:0]  in,
  output reg [3:0]  out
);
  always @(in or sbox)
    case (in)
      4'h0: out <= sbox[63:60];
      4'h1: out <= sbox[59:56];
      4'h2: out <= sbox[55:52];
      4'h3: out <= sbox[51:48];
      4'h4: out <= sbox[47:44];
      4'h5: out <= sbox[43:40];
      4'h6: out <= sbox[39:36];
      4'h7: out <= sbox[35:32];
      4'h8: out <= sbox[31:28];
      4'h9: out <= sbox[27:24];
      4'ha: out <= sbox[23:20];
      4'hb: out <= sbox[19:16];
      4'hc: out <= sbox[15:12];
      4'hd: out <= sbox[11:8];
      4'he: out <= sbox[7:4];
      4'hf: out <= sbox[3:0];
    endcase
endmodule

===== /design/flow/run.sh =====
#!/bin/bash
# OpenROAD 26Q1-2900-gdf79404cd8, Yosys 0.63+post, stock flow scripts
make -C /OpenROAD-flow-scripts/flow DESIGN_CONFIG=/design/flow/config.mk WORK_HOME=/design/flow/orfs finish

===== /design/flow/config.mk =====
export PLATFORM = sky130hd
export DESIGN_NAME = gost89_ofb_decrypt
export DESIGN_NICKNAME = gost89_ofb_decrypt
export VERILOG_FILES = /design/flow/design.v
export SDC_FILE = /design/flow/constraint.sdc
export NUM_CORES = 4
export LEC_CHECK = 1
export CORE_UTILIZATION = 30

===== /design/flow/constraint.sdc =====
current_design gost89_ofb_decrypt

set clk_period 16.2
set clk_io_pct 0.2

create_clock -name clk0 -period $clk_period [get_ports {clk}]

set non_clock_inputs [all_inputs -no_clocks]
set_input_delay [expr $clk_period * $clk_io_pct] -clock clk0 $non_clock_inputs
set_output_delay [expr $clk_period * $clk_io_pct] -clock clk0 [all_outputs]

==> qor.yml <==
max-clock-path-buffers: 2
synthDominantCellAreaShare: 0.240
p_leak_nw: 6.50
synthesis.instances: 1316
antenna_left: 0
fin_crit_ns: 7.72
comb_area_um2: 7310
fin_total_pwr_w: 0.00212
async_reset_ff_frac: 0
synth.cellmix.simpleShare: 0.127
adder_share: 0.0381
synth-edff-count: 96
finish.cell_count_without_fillers: 2253
cts.sinks: 167
wl_per_cell_um: 20.9
fp_util: 0.308
kind_of_end_point_of_the_critical_path: "output port"
reg2reg_to: "n1[3]$_DFF_P_"
tritoncts: "yes"
yosys-dominant-comb-family: "AND-OR/OR-AND gates"
status: "finished, final reports clean"
maxSlewViolCount: 0
routed_wl_mm: 47.1
hold_violations: 0
yosysTopAreaCell: "sky130_fd_sc_hd__edfxtp_1"
grt_pass1_vias: 11752
overflow: 0
timing.critical_path.cells: "clkdlybuf4s50_1, xor2_1, clkdlybuf4s50_1"
chipHeight_um: 202
synth.area.mux_share: 0.0617
setup_repair_after_global_routing_missed_its_margin: "false"
syn_area_um2: 12000
worst_hold_path_type: "reg2reg"
synthesis.yosys.warnings: 2
cts_made_buffers: 17
path_class: "in2out"
fp-row-count: 72
achievable-frequency_mhz: 130
largest_net_degree_at_the_start_of_global_routing: 71
drive_above_1_share: 0.0519
syn-mean-instance-area_um2: 9.14
core_um2: 39100
post_synth_most_frequent_cells: "sky130_fd_sc_hd__nand2_1 (128), sky130_fd_sc_hd__o21ai_0 (102), sky130_fd_sc_hd__edfxtp_1 (96), sky130_fd_sc_hd__nor2_1 (94), sky130_fd_sc_hd__xor2_1 (89)"
power.density_nw_per_um2: 120
cap_violations: 0
crit_fanout: 1
openroad.warnings: 28
all_layer_gr_usage: 0.235
fp.dieArea_um2: 40900
yosysUniqueCellTypes: 83
final-seq-area_um2: 4300
placed_cells_incl_taps: 2219
initialDrtViolationCount: 733
rr_startpoint: "n1[0]$_DFF_P_"
design.portCount: 453
numPortBuffers: 452
clk_root_buffer_cell: "sky130_fd_sc_hd__clkbuf_16"
seq_area_frac_synth: 0.358
nFillCells: 3757
slowest_delay_ns: 0.50
synth_top_cell_by_count: "sky130_fd_sc_hd__nand2_1"
cp.required_ns: 12.96
setup_viol: 0
detail_route.drc_violations: 0
cts.htree.levels: 4
instance_count_along_the_most_critical_hold_path: 0
min-delay-start: "n1[17]$_DFF_P_"
clk_pin_slew_worst_paths_ns: 0.07
dominantRegCellSynth: "sky130_fd_sc_hd__edfxtp_1"
dp_hpwl_mm: 38.3
area.growth.synth_to_final_pct: 46.1
grt_pass1_wl_mm: 70.7
detail_route.vias_per_cell: 5.33
hold_end: "fb[49]$_DFFE_PP_"
number_of_storage_elements_in_the_synthesis_netlist: 167
post_synth_main_area_contributors: "sky130_fd_sc_hd__edfxtp_1 (24%), sky130_fd_sc_hd__dfxtp_1 (12%), sky130_fd_sc_hd__xor2_1 (6.5%)"
yosys-stat-cells: 1316
cts.repair_timing.setup_buffer_count: 0
worst_setup_path_start_kind: "input port"
crit_arrival_ns: 4.48
grt_antenna_before_repair: 5
dr_total_vias: 12012
yosys-stat-area_um2: 12000
yosys.area_share.xor_xnor: 0.100
ir_drop_mv: 0.0636
tightestPinTransition_ns: 0.821
final.setup_skew_ns: 0.0108
post_synth_ao_oa_area_fraction: 0.278
relSlewSlack: 0.452
dr.pass1.iters: 6
gp_routability_congestion: 0.961
reg2reg_slack_ns: 12.11
rr_worst_depth: 13
layout_worst_path_cycle_share: 0.476
die_width_um: 202
critical_path.slowest_cell: "sky130_fd_sc_hd__clkdlybuf4s50_1"
final.setup.tns_ns: 0
worst_path_most_repeated_cell: "sky130_fd_sc_hd__clkdlybuf4s50_1"
post_cts_resize_count: 0
final_core_utilization: 0.449
worst_skew_pair.late_latency_ns: 0.43
cts_hold_buffers: 0
==> how the worst max path moves through the flow <==
stage     startpoint      end  slack (ns)
4_1_cts       in[49]  out[49]        8.45
5_1_grt       in[49]  out[49]        8.43
6_report      in[49]  out[49]        8.48
==> state kept, by name, summed over array words and instances (netlist names) <==
signal	flops
n1	32
n2	32
fb	64
round_num	6
busy	1
round_key	32
==> worst max-delay path, delay by kind of cell <==
family	cells	cell delay, ns
buffers and inverters	2	1.00
XOR/XNOR	1	0.23
==> power breakdown <==
group          internal (W)  total [W]  leakage [nW]  switching [W]
clock              0.000211   0.000389         0.267       0.000177
combinational      0.000495    0.00112          4.74       0.000622
sequential         0.000551   0.000609          1.50      0.0000590
total               0.00126    0.00212          6.50       0.000858
==> stage by stage <==
stage	hold WS [ns]	worst slack, ns	cell area, µm²
global placement	0.482	8.44	17000
finish	0.498	8.48	17600
floorplan	0.445	9.32	12000
CTS	0.511	8.45	17600
detailed placement	0.487	8.45	17000
global route	0.534	8.43	17600
==> final cells by class <==
type	instances	area share
multi-input cells	1041	0.416
repair buffers	470	0.265
flip-flops and latches	167	0.245
well taps	518	0.0369
clock buffers	21	0.0268
clock inverters	11	0.00499
inverters	23	0.00491
diodes	2	0.000285
==> cells by family (layout without fill, tap and decap cells) <==
family          after synthesis  count (layout)
compound gates              464             464
simple gates                331             331
flops                       167             167
xor+xnor                    136             136
buf+inv                     108             525
mux                          74              74
fa+ha+maj                    36              36
other cells                   0               2
==> cell usage in the layout, fill, tap and decap left out, drive strengths merged, types with 7 or more instances in the layout <==
cell type and instances:
a21oi 55, a21o 39, nor2 94, and2 8
o22ai 8, a22oi 10, nand3 21, clkbuf 21
nand2b 7, a221oi 33, edfxtp 96, a22o 33
ha 35, xnor2 47, a222oi 32, buf 20
mux2i 73, nand2 128, and3 10, a31oi 42
xor2 89, nor3 16, or3 9, inv 28
nand4 11, o211ai 7, a211oi 35, o21ai 110
clkdlybuf4s50 450, dfxtp 71
==> layer usage <==
metal,vias to the layer above,GRT usage,part of all wire
li1,5864,-,-
met1,5665,0.322,0.42
met2,443,0.397,0.49
met3,40,0.0362,0.058
met4,0,0.0550,0.027
met5,-,0,0
Power figures rest on the tool's default switching activity, not on a simulated workload.
